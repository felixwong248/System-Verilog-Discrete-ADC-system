File: flow/design.v
module averager_simple
    #(parameter int power = 8)  
    (
        input logic clk,
        reset,
        EN,
        input logic [7:0] Din,    
        output logic [15:0] Q      
    );
    logic [7:0] REG_ARRAY [2**power:1];
    logic [power+7:0] sum;  
    logic [7:0] Q_temp, lower8bits;
    assign Q_temp     = sum[power+7:power];
    assign lower8bits = sum[power-1:power-8];    
    assign Q = {Q_temp,lower8bits};  
    always_ff @(posedge clk) begin
        if (reset) begin
            sum <= 0;
            for (int j = 1; j <= 2**power; j++) begin
                REG_ARRAY[j] <= 0;
            end
        end
        else if (EN) begin
            sum <= sum + Din - REG_ARRAY[2**power];
            for (int j = 2**power; j > 1; j--) begin
                REG_ARRAY[j] <= REG_ARRAY[j-1];
            end
            REG_ARRAY[1] <= Din;
        end
    end
endmodule
File: flow/run.sh
#!/bin/bash
# OpenROAD 26Q1-2900-gdf79404cd8, Yosys 0.63+post, stock flow scripts
make -C /OpenROAD-flow-scripts/flow DESIGN_CONFIG=/design/flow/config.mk WORK_HOME=/design/flow/orfs finish
File: flow/config.mk
export PLATFORM = sky130hd
export DESIGN_NAME = averager_simple
export DESIGN_NICKNAME = averager_simple
export VERILOG_FILES = /design/flow/design.v
export SDC_FILE = /design/flow/constraint.sdc
export NUM_CORES = 4
export LEC_CHECK = 1
export CORE_UTILIZATION = 50
File: flow/constraint.sdc
current_design averager_simple

set clk_period 6.6
set clk_io_pct 0.2

create_clock -name clk0 -period $clk_period [get_ports {clk}]

set non_clock_inputs [all_inputs -no_clocks]
set_input_delay [expr $clk_period * $clk_io_pct] -clock clk0 $non_clock_inputs
set_output_delay [expr $clk_period * $clk_io_pct] -clock clk0 [all_outputs]
==> run summary <==
Core area: 144000 µm²
Combinational Power Share: 5.6%
Post-CTS Setup Inserts: 0
Crit path DAT: 4.11 ns
Antenna violations before repair: 0
Slew headroom: 47.4%
Yosys Chip Area: 72800 µm²
Die ar.: 147000 µm²
CP required: 7.25 ns
Clk sink count: 2064
Later-pin clock latency in the skew report: 0.78 ns
Max Slew Vio Count: 0
Clk pwr share: 45.7%
CTS tree: built
Endpoints failing setup: 0
Post-route setup slack: 3.14 ns
Routed WL: 100000 µm
Via Count: 42.2k
Post-synth ARST share: 0%
Placer Congestion: 0.784
Synthesized area: 72800 µm²
First-pass GRT wire length: 179000 µm
Drt initial violations: 1825
Max rail drop VDD: 0.222 mV
CP Launch Type: input pin
Hold-fix buffers at CTS: 0
Hold Crit Class: flop to flop
Area grow syn2layout: 11.6%
Total negative slack: 0 ns
P_int: 0.0202 W
EDFF count, synth: 0
Root buffer selected by CTS: clkbuf_16
Hold Vio Cnt, Final: 0
Outcome: finished, final reports clean
Pre-CTS setup slack: 2.35 ns
Grt ovf: 0
Max_cap viols: 0
PortBufs: 26
Clk buf depth: 3
FF-to-FF Start: sum[1]
Final critical-path required period: 3.46 ns
OpenROAD warning count: 60
FP Util: 50.6%
Total track usage: 14.2%
TritonCTS buffer count: 204
Yosys stat cell total: 6819
Switching Fraction: 21.5%
Distinct lib cells used: 40
Vias/cell: 4.84
Seq pwr share: 48.7%
Clock Pin Slew Worst Setup and Hold Paths: 0.06 ns
Unrepaired setup endpoints after global routing: false
# rows: 139
Share of cells above drive strength 1: 5.83%
Crit path launch: Din[6]
Fill cells: 11.9k
Post-route DRC: 0
Static leakage: 36.0 nW
CP Max Fanout: 5
Clock Skew: 0.0169 ns
Hold path startpoint: REG_ARRAY[122][7]
Finished Cell Area: 81300 µm²
Routed wire per std cell: 11.5 µm
Fin crit share: 52.4%
H-tree levels: 4
Hpwl dp: 51600 µm
Detail Route Antenna Nets: 0
Fmax: 289 MHz
CTS-repair resized insts: 0
Switching power: 0.00554 W
Pwr Density: 317 nW/µm²
Post-synth regs: 2064
Yosys warning total: 2
Mapped Avg Cell Area: 10.7 µm²
Die width: 384 µm
Gate Count Post-Synth: 6819
WS Path Type: input pin to flop
Vias in the first global route: 39.6k
Crit path capture type: flop
Worst slew pin tran: 0.789 ns
Die height: 384 µm
Area post-placement: 74200 µm²
DRT Pass-1 Iters: 18
Largest net degree at the start of global routing: 160
# diodes: 0
Ports: 27
Dominant Register Cell: dfxtp_1
Seq/Total Area, Yosys: 56.7%
-- power by group through the flow --
stage     combinational [W]  clock (W)  sequential, W
4_1_cts             0.00146     0.0122         0.0125
5_1_grt             0.00158     0.0127         0.0125
6_report            0.00144     0.0118         0.0125
-- logic make-up (layout without fill, tap and decap cells) --
| family | count (synthesis) | in the layout | share of synthesized area (%) |
|---|---|---|---|
| AOI/OAI and AO/OA | 59 | 59 | 0.538 |
| xor gates and xnor gates | 8 | 8 | 0.0962 |
| adders and majority gates | 24 | 24 | 0.495 |
| buffers and inverters | 508 | 496 | 2.99 |
| DFF | 2064 | 2064 | 56.7 |
| muxes | 2052 | 2052 | 28.2 |
| and+or+nand+nor | 2104 | 2104 | 10.9 |
-- per-layer routing --
metal	wire length [µm]	up-vias	track usage, %
met5	0	-	0
met3	3120	207	2.53
met1	53600	19200	22.8
met4	2430	0	3.28
met2	41200	291	20.9
li1	-	22400	-
-- layout by cell type (no fill, tap or decap), drive strengths merged, types with 4 or more instances in the layout --
master         instances
dfxtp               2064
fa                     8
nand4                  4
xnor2                  4
a211oi                 6
o21ai                 17
ha                    16
nor2                2060
clkinvlp               4
mux2i               2051
nand2                 18
nand3                  5
clkbuf               303
nor2b                  4
xor2                   4
clkdlybuf4s50         24
a21oi                 12
o21bai                 4
a31oi                  5
clkinv                38
inv                   51
bufinv                19
buf                   57
-- layout make-up --
| cell class | count | area [µm²] | area share [%] |
|---|---|---|---|
| clock buffer | 303 | 6100 | 7.51 |
| clock inverter | 69 | 943 | 1.16 |
| inverter | 43 | 161 | 0.199 |
| multi-input combinational | 4247 | 29300 | 36.1 |
| sequential | 2064 | 41300 | 50.8 |
| tap | 1903 | 2380 | 2.93 |
| timing repair buffer | 81 | 1030 | 1.27 |
-- cells in the mapped netlist (2+ instances only) --
master	number	area, µm²
nor3_1	3	15.0
nand2_1	18	67.6
a21oi_1	11	55.1
xor2_1	4	35.0
inv_1	43	161
nand4_1	4	25.0
dfxtp_1	2064	41300
buf_2	216	1080
o211ai_1	3	22.5
buf_1	4	15.0
nor4_1	3	18.8
nor2_1	2060	7730
nor2b_1	3	18.8
clkbuf_1	245	920
fa_1	8	160
mux2i_1	2051	20500
xnor2_1	4	35.0
o22ai_1	3	18.8
a211oi_1	6	45.0
o21ai_2	3	26.3
a21o_1	3	22.5
nand3_1	5	25.0
ha_1	16	200
and3_1	3	18.8
or4b_1	2	20.0
a31oi_1	5	31.3
o21bai_1	4	30.0
o21ai_1	2	10.0
o21ai_0	12	60.1
-- path summary, 6_finish.rpt --
| kind | to | slack [ns] | depth (start not counted) |
|---|---|---|---|
| setup reg to reg | sum[9] | 3.82 | 10 |
| setup / recovery | sum[9] | 3.14 | 11 |
| hold reg to reg | REG_ARRAY[123][7] | 0.48 | 2 |
| hold / removal | REG_ARRAY[123][7] | 0.48 | 2 |
-- through the flow --
step	util (%)	cells	power, W	hold slack [ns]
global route	56.4	8710	0.0268	0.500
finish	56.4	8710	0.0258	0.476
floorplan	-	6819	0.0140	0.453
global placement	51.5	8338	0.0143	0.471
detailed placement	51.5	8338	0.0143	0.478
CTS	56.4	8710	0.0262	0.482
-- worst max-delay path: stages --
cell and delay [ns]:
clkdlybuf4s50_1 0.55, inv_1 0.09, fa_1 0.50, inv_1 0.04, ha_1 0.36, a2111oi_0 0.38
o21ai_1 0.19, and2_1 0.22, a31oi_1 0.20, xor2_1 0.16, o21ai_0 0.09
-- flip-flops by register name, indices dropped and copies added, names as in the netlist --
| register | count |
|---|---|
| REG_ARRAY | 2048 |
| sum | 16 |
No activity file was given, so power comes from the tool's default toggle rates.
